==> flow/design.v <==
`timescale 1ns / 1ps
module Register(readRegister1,readRegister2,writeRegister,writeData,readData1,readData2,clk,writeEnable);
	input [4:0] readRegister1,readRegister2,writeRegister;
	input [31:0] writeData;
	input writeEnable,clk;
	output [31:0] readData1,readData2;
	reg [31:0] registers [31:0];
	integer i;
	initial begin
		for(i=0;i<32;i=i+1)
			registers[i] = 0;
	end
	assign readData1 = registers[readRegister1];
	assign readData2 = registers[readRegister2];
	always @(posedge clk) begin
		if(writeEnable==1'b1 && writeRegister != 0)
			registers[writeRegister] = writeData;
	end
endmodule
==> flow/run.sh <==
#!/bin/bash
# OpenROAD 26Q1-2900-gdf79404cd8, Yosys 0.63+post, stock flow scripts
make -C /OpenROAD-flow-scripts/flow DESIGN_CONFIG=/design/flow/config.mk WORK_HOME=/design/flow/orfs finish
==> flow/config.mk <==
export PLATFORM = sky130hd
export DESIGN_NAME = Register
export DESIGN_NICKNAME = Register
export VERILOG_FILES = /design/flow/design.v
export SDC_FILE = /design/flow/constraint.sdc
export NUM_CORES = 4
export LEC_CHECK = 1
export CORE_UTILIZATION = 40
==> flow/constraint.sdc <==
current_design Register

set clk_period 6.0
set clk_io_pct 0.2

create_clock -name clk0 -period $clk_period [get_ports {clk}]

set non_clock_inputs [all_inputs -no_clocks]
set_input_delay [expr $clk_period * $clk_io_pct] -clock clk0 $non_clock_inputs
set_output_delay [expr $clk_period * $clk_io_pct] -clock clk0 [all_outputs]
==> flow_summary.toml <==
# synthesis and place-and-route metrics
[critical_path]
critical_path.top_delay_family = "buffers and inverters"
worst_path_most_repeated_cell = "clkdlybuf4s50_1"
crit_path_max_fanout = 21
critical-path-max-stage-delay_ps = 890
path_buffers = 3
crit_required_ps = 4800
end_kind = "output port"
cp.arrival_ps = 4300
setup.worst_path.end = "readData1[9]"
crit_start = "readRegister1[0]"
timing.critical_path.depth = 8
critical_path.cell_chain = "clkdlybuf4s50_1, nor2b_4, buf_4, a22o_1, nor3_1, a31oi_1, nand3_1, clkdlybuf4s50_1"
criticalPathCategory = "primary input to output port"
crit_slowest_cell = "nor2b_4"
worstSetupStartpointType = "primary input"

[final_timing]
max_slew.worst_pin.slew_ps = 1030
final.period_utilization_pct = 91.7
min_period_ps = 5500
clock.fmax_ghz = 0.182
final.hold.worst_slack_ps = 1340
slew_violations = 0
totalNegativeSetupSlack_ps = 0
grt_setup_unrepaired = "no"
setup_viol = 0
final-hold-violation-count = 0
slew_headroom_pct = 31.2

[yosys]
synth_async_sr_flop_share_pct = 0
ys_types = 24
post_synthesis_cell_area_sq_um = 48800
netlist_top_cells_count = "1,024 x edfxtp_1, 1,024 x mux2i_1, 195 x nand2_1"
area_leaders = "edfxtp_1 63%, mux2i_1 21%, a22oi_1 3.0%"
yosysSeqAreaShare_pct = 63.1
netlist_instances = 3386
post-synth-top-area-cell = "edfxtp_1"
dominantRegCellSynth = "edfxtp_1"
synth.avg_cell_area_sq_um = 14.4
synth.yosys.warnings = 1
enable_flop_cells = 1024
synth-area-yosys_sq_um = 48800
yosysTopAreaCellShare_pct = 63.1
synth_flop_count = 1024
ys_cells = 3386

[global_route]
grt_util_met2_pct = 40.3
grt_pass1_vias = 31700
globalRouteTotalUtil_pct = 25.9
wire_length_of_the_first_global_routing_pass_mm = 214
grt_overflow = 0
use_met1_pct = 33.1
met3_usage_pct = 13.4
antenna_found_initial = 7
grt.busiest_layer = "met2"
grt_start_max_net_pins = 65

[power]
peakVddDrop_mv = 0.224
pwr_density_cell_nw_per_um2 = 283
power.static_leakage_nw = 20.6

[finish]
largest_register_ffs = 1024
flow.area_growth_from_synthesis_pct = 15.0
final_layout_size_suffix_gt1_share_pct = 10.7

[routing]
wire_per_inst_um = 28.2
drt_first_iter_violations = 2075
first_pass_iters = 5
vias_per_cell = 5.87
drcViolationCount = 0
antenna_violating_nets_post_route = 0
detailroute.via_count = 30900
route.final.wire_length_mm = 149

[die]
core_area_sq_um = 120000
pin_count = 113
die_y_um = 351
chip_area_sq_um = 123000
die-width_um = 351
initial_standard_cell_utilization_of_the_core_pct = 40.5
placementRows = 127

[placement]
finalWeightedCongestion = 0.873
port_buffers = 112
post_detailed_placement_half_perimeter_wirelength_mm = 87.5

[clock_network]
cts-root-to-sink-buffers = 3
htree_levels = 3
root_buffer = "clkbuf_16"
post-cts-setup-buffers = 0
cts_repair_resize_count = 0
cts_hold_buf = 0
cts.sink_count = 1024
clk_transition_reported_paths_ps = 60
tritoncts = "built"
num_cts_buffers = 107

[status]
status = "completed"

[run]
drv_cap = 0
tool_warnings = 26

[min_path]
timing.hold.worst.start = "writeData[17]"
worst_hold_path.num_cells = 2
timing.hold.worst.class = "primary input to register"
worst min path at each step:
stage / end / slack, ps
finish: registers[5][17] / 1340
global route: registers[21][6] / 1330
CTS: registers[17][6] / 1300
metal layers:
layer	share of wire [%]	routed length [um]	up-vias
met3	12	18400	315
li1	-	-	13700
met4	3.4	5100	14
met2	48	71500	1537
met1	36	53400	15300
met5	0.11	162	-
layout make-up:
class / instances / area, sq um
Fill cell: 10400 / 64400
Timing Repair Buffer: 299 / 3090
Sequential cell: 1024 / 30700
Multi-Input combinational cell: 2140 / 16900
Antenna cell: 1 / 2.50
Clock inverter: 73 / 539
Tap cell: 1612 / 2020
Clock buffer: 127 / 2770
through the flow:
| step | cell area, sq um | instances | power (mW) | utilization [%] | setup WS [ps] |
|---|---|---|---|---|---|
| after global routing | 56100 | 5275 | 16.3 | 46.5 | 407 |
| after global placement | 52700 | 5075 | 9.68 | 43.8 | 516 |
| final | 56100 | 5276 | 15.8 | 46.5 | 496 |
| after CTS | 56100 | 5275 | 15.9 | 46.5 | 490 |
| after detailed placement | 52700 | 5075 | 9.68 | 43.8 | 478 |
| after floorplan | 48900 | 3417 | 9.00 | - | 2380 |
placed cells by master, fill, tap and decap left out, types with 3 or more instances in the layout:
cell type,synthesis,layout
mux2i_1,1024,1024
edfxtp_1,1024,1024
nand3_1,194,194
nand2_1,195,193
a22oi_1,192,192
a21oi_1,192,192
buf_4,57,143
a22o_1,128,128
clkdlybuf4s50_1,0,110
clkbuf_16,0,108
nor3_1,64,64
a31oi_1,64,64
buf_12,0,44
nor2_4,0,33
conb_1,1,32
clkinv_1,0,29
clkinv_2,0,26
clkbuf_1,82,19
bufinv_16,0,6
clkinvlp_4,0,6
nand3b_1,5,5
nor2b_4,0,4
nand2b_2,0,4
or3b_2,3,3
clkinv_8,0,3
kinds of logic (layout without fill, tap and decap cells):
family | count (synthesis) | after routing | share of synthesized area (%)
other | 1 | 33 | 0.00769
flip-flops | 1024 | 1024 | 63.1
AND/OR/NAND/NOR | 508 | 508 | 4.71
AND-OR/OR-AND | 576 | 576 | 8.05
buffers and inverters | 253 | 499 | 3.15
multiplexers | 1024 | 1024 | 21.0
where the power goes:
part | internal (mW) | total (mW) | switching (mW)
Combinational | 0.600 | 1.52 | 0.919
Sequential | 7.98 | 8.02 | 0.0399
Clock | 3.55 | 6.30 | 2.75
Total | 12.1 | 15.8 | 3.71
Power is estimated from default activity; no workload was simulated.
